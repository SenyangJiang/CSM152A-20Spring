<file path="run.sh">
#!/bin/bash
# OpenROAD 26Q1-2900-gdf79404cd8, Yosys 0.63+post, stock flow scripts
make -C /OpenROAD-flow-scripts/flow DESIGN_CONFIG=/design/flow/config.mk WORK_HOME=/design/flow/orfs finish
</file>
<file path="config.mk">
export PLATFORM = sky130hd
export DESIGN_NAME = FPCVT
export DESIGN_NICKNAME = FPCVT
export VERILOG_FILES = /design/flow/design.v
export SDC_FILE = /design/flow/constraint.sdc
export NUM_CORES = 4
export LEC_CHECK = 1
export CORE_AREA = 10 10 97 97
export DIE_AREA = 0 0 107 107
</file>
<file path="constraint.sdc">
current_design FPCVT

set clk_period 8.1
set clk_io_pct 0.2

create_clock -name clk0 -period $clk_period

set non_clock_inputs [all_inputs -no_clocks]
set_input_delay [expr $clk_period * $clk_io_pct] -clock clk0 $non_clock_inputs
set_output_delay [expr $clk_period * $clk_io_pct] -clock clk0 [all_outputs]
</file>
<file path="design.v">
`timescale 1ns / 1ps
module FPCVT(D, S, E, F
    );
input [12:0] D;  
output S;  
output [2:0] E;  
output [4:0] F;  
wire [12:0] M;
wire [2:0] raw_E;
wire [5:0] ex;
To_sign_mag tsm(.twos_comp(D),
				.sign(S),
				.mag(M));
Raw_exp_mantissa rem(.mag(M),
							.raw_exp(raw_E),
							.extract(ex));
Final_exp_mantissa fem(.raw_exp(raw_E),
								.extract(ex),
								.exp(E),
								.mantissa(F));
endmodule
module To_sign_mag(twos_comp, sign, mag
);
input [12:0] twos_comp;
output sign;
output reg [12:0] mag;
assign sign = twos_comp[12];
always @* begin
	if (sign == 1) begin
		mag = ~twos_comp + 1;
		if(mag[12] == 1)  
			mag = 'b0111111111111;
	end
	else
		mag = twos_comp;
end
endmodule
module Raw_exp_mantissa(mag, raw_exp, extract
);
input [12:0] mag;
output reg [2:0] raw_exp;
output reg [5:0] extract;  
always @* begin
	if (mag[11] == 1)
		raw_exp = 'b111;
	else if (mag[10] == 1)
		raw_exp = 'b110;
	else if (mag[9] == 1)
		raw_exp = 'b101;
	else if (mag[8] == 1)
		raw_exp = 'b100;
	else if (mag[7] == 1)
		raw_exp = 'b011;
	else if (mag[6] == 1)
		raw_exp = 'b010;
	else if (mag[5] == 1)
		raw_exp = 'b001;
	else
		raw_exp = 'b000;
	case (raw_exp)
		7: extract = mag[11:6];
		6: extract = mag[10:5];
		5: extract = mag[9:4];
		4: extract = mag[8:3];
		3: extract = mag[7:2];
		2: extract = mag[6:1];
		1: extract = mag[5:0];
		0: extract = mag[5:0] << 1;  
	endcase
end
endmodule
module Final_exp_mantissa(raw_exp, extract, exp, mantissa
);
input [2:0] raw_exp;
input [5:0] extract;
output reg [2:0] exp;
output reg [4:0] mantissa;
always @* begin
	exp = raw_exp;
	mantissa = extract[5:1];
	if (extract == 'b111111) begin  
		if (raw_exp != 'b111) begin
			mantissa = 'b10000;
			exp = exp + 1;
		end
	end
	else if(extract[0] == 1) begin  
		mantissa = mantissa + 1;
	end
end
endmodule
</file>
==> results.sh <==
# flow metrics
export IMPL_outcome="completed"
export IMPL_drtIter0Drc=197
export IMPL_min_to="S"
export IMPL_synth_top_area_share=0.0640
export IMPL_synth_area_mm2=0.00137
export IMPL_seq_cells=0
export IMPL_ctsHoldBuffers=0
export IMPL_period_used=0.963
export IMPL_cp_top_family="buffers and inverters"
export IMPL_drive_gt1_frac=0.232
export IMPL_track_usage=0.0786
export IMPL_syn_avg_cell_area_um2=6.88
export IMPL_worst_path_max_fanout=7
export IMPL_cp_start_kind="input port"
export IMPL_yosysTopAreaCell="ha_1"
export IMPL_powerDensity_mw_per_mm2=82.4
export IMPL_logic_area_mm2=0.00133
export IMPL_cpMaxStageDelayCell="clkdlybuf4s50_1"
export IMPL_max_cap_violations=0
export IMPL_finalPower_mw=0.162
export IMPL_ys_top_cells_by_count="nand2_1 (17), a21oi_1 (15), inv_1 (13)"
export IMPL_critPathKind="input port to output pin"
export IMPL_syn_to_final_growth_pct=44.0
export IMPL_grt_overflow_total=0
export IMPL_routabilityCongestion=0.980
export IMPL_fp_util=0.188
export IMPL_synth_seq_share=0
export IMPL_finalMaxSlewViolations=0
export IMPL_dr_pass1_iters=6
export IMPL_max_vdd_ir_drop_uv=20.7
export IMPL_via_count=1781
export IMPL_fillCellCount=811
export IMPL_required_ns=6.48
export IMPL_yosysMostFrequentCell="nand2_1"
export IMPL_io_pins=22
export IMPL_setup_viol=0
export IMPL_yosys_cells=199
export IMPL_wl_mm=4.73
export IMPL_cpPeakStageDelay_ns=0.49
export IMPL_area_leaders="ha_1 (6.4%), a21oi_1 (5.5%), nand2_1 (4.7%), mux2i_1 (4.4%), inv_1 (3.6%)"
export IMPL_finalHoldViolations=0
export IMPL_antenna_left=0
export IMPL_core_rowCount=31
export IMPL_hp_class="input port to output pin"
export IMPL_wl_per_cell_um=13.9
export IMPL_regArea_um2=0
export IMPL_worst_pin_slew_ns=0.506
export IMPL_period_minus_slack_ns=7.80
export IMPL_routed_via_density=5.24
export IMPL_worstSetupEndpointType="output pin"
export IMPL_synth_distinct_cells=60
export IMPL_tns_ns=0
export IMPL_path_buffers=7
export IMPL_critPathArrivalTime_ns=6.18
export IMPL_dieArea_mm2=0.0114
export IMPL_core_area_mm2=0.00729
export IMPL_warnings=35
export IMPL_max_slew_margin=0.660
export IMPL_max_freq_mhz=128
export IMPL_min_from="D[12]"
export IMPL_die_width_um=107
export IMPL_hold_depth=3
export IMPL_fin_util=0.270
export IMPL_hpwl_mm=3.86
export IMPL_grt_max_degree=27
export IMPL_ys_area_mm2=0.00137
export IMPL_antenna_found_initial=0
export IMPL_diodes=0
export IMPL_leakage_nw=0.768
export IMPL_grt_pass1_wl_mm=7.76
export IMPL_die_y_um=107
export IMPL_drc_errors=0
export IMPL_port_buffers=22
export IMPL_grt_pass1_vias=1602
export IMPL_yosysWarnings=3
export IMPL_postSynthCellCount=199
export IMPL_clkbuf_count=0
tightest hold or removal path: stages:
cell             delay [ns]
clkdlybuf4s50_1        0.41
buf_4                  0.22
clkdlybuf4s50_1        0.44
cells in the final DEF, fill, tap and decap left out, drive strengths merged, types with 6 or more instances in the layout:
cell           netlist  routed
a21oi               16      16
a31oi                7       7
and3                 6       6
buf                  5      31
clkdlybuf4s50        0      22
ha                   7       7
inv                 13      13
mux2i                6       6
nand2               17      17
nand3                8       8
nand4                6       6
nor2                 9       9
nor2b                7       7
nor3                10      10
o21ai                9       9
o31ai                6       6
power breakdown:
group          internal (mW)  leakage, nW  switching [mW]  total (mW)
logic                 0.0827        0.768          0.0798       0.162
registers                  0            0               0           0
clock network              0            0               0           0
total                 0.0827        0.768          0.0798       0.162
per-layer routing:
layer / global-route usage / share of wire
met5: 0 / 0
met4: 0.0106 / 0.017
met3: 0.00364 / 0.060
met2: 0.142 / 0.50
met1: 0.103 / 0.42
repair_timing:
action,in CTS,in global routing
resized,0,14
setup endpoints to repair,0,8
buffers inserted,0,2
metrics by stage:
step                      std cells  worst slack [ns]  hold WS, ns  area [µm²]
after CTS                       338            0.0322         4.32        1880
final                           340             0.303         4.31        1970
after floorplan                 199              1.24         3.31        1370
after global placement          338             0.162         4.31        1880
after detailed placement        338            0.0494         4.31        1880
after global routing            340           -0.0205         4.35        1970
cells by family after synthesis:
kind of cell,share of synthesized area
AOI/OAI and AO/OA,0.443
and+or+nand+nor,0.333
buffers and inverters,0.0759
muxes,0.0521
adders and majority gates,0.0640
xor gates and xnor gates,0.0320
final cells by class:
class,instances,area share
repair buffers,53,0.236
well taps,99,0.0629
inverters,13,0.0248
multi-input cells,175,0.676
worst max path at each step:
stage,slack (ns),cells past startpoint,endpoint,start
global route,-0.02,26,E[1],D[0]
CTS,0.03,21,E[0],D[0]
finish,0.30,26,E[0],D[0]
Power figures rest on the tool's default switching activity, not on a simulated workload.
