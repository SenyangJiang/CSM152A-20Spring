**flow/config.mk**
```make
export PLATFORM = sky130hd
export DESIGN_NAME = nine
export DESIGN_NICKNAME = nine
export VERILOG_FILES = /design/flow/design.v
export SDC_FILE = /design/flow/constraint.sdc
export NUM_CORES = 4
export LEC_CHECK = 1
export CORE_AREA = 10 10 70 70
export DIE_AREA = 0 0 80 80
```
**flow/constraint.sdc**
```tcl
current_design nine

set clk_period 1.9
set clk_io_pct 0.2

create_clock -name clk0 -period $clk_period [get_ports {clk_in}]

set non_clock_inputs [all_inputs -no_clocks]
set_input_delay [expr $clk_period * $clk_io_pct] -clock clk0 $non_clock_inputs
set_output_delay [expr $clk_period * $clk_io_pct] -clock clk0 [all_outputs]
```
**flow/design.v**
```verilog
`timescale 1ns / 1ps
module nine(
	input clk_in,
	input rst,
	output reg [7:0] glitchy_counter
    );
wire strobe_clock;
strobe sb(
	.clk_in (clk_in),
	.rst (rst),
	.clk_out (strobe_clock)
);
always @(posedge clk_in) begin
	if (rst)
		glitchy_counter <= 0;
	else if (strobe_clock == 1)
		glitchy_counter <= glitchy_counter - 5;
	else
		glitchy_counter <= glitchy_counter + 2;
end
endmodule
module strobe(
	input clk_in,
	input rst,
	output reg clk_out
);
reg [1:0] counter;
always @(posedge clk_in) begin
	if (rst) begin
		counter <= 0;
		clk_out <= 0;
	end
	else begin
		if(counter == 2) begin
			counter <= counter + 1'b1;
			clk_out <= ~clk_out;
		end
		else if (counter == 3) begin
			counter <= 0;
			clk_out <= ~clk_out;
		end
		else
			counter <= counter + 1'b1;
	end
end
endmodule
```
**flow/run.sh**
```bash
#!/bin/bash
# OpenROAD 26Q1-2900-gdf79404cd8, Yosys 0.63+post, stock flow scripts
make -C /OpenROAD-flow-scripts/flow DESIGN_CONFIG=/design/flow/config.mk WORK_HOME=/design/flow/orfs finish
```
==> flow_metrics.env <==
# source this file to load flow results
export IMPL_p_per_area_nw_per_um2=1040
export IMPL_hpwl_um=837
export IMPL_ys_types=25
export IMPL_r2r_slack_ns=0.30
export IMPL_num_vias=449
export IMPL_drtIter0Drc=6
export IMPL_critPathBufInv=1
export IMPL_syn_area_um2=597
export IMPL_maxCapViolCount=0
export IMPL_grt_max_degree=11
export IMPL_synth_seq_cells=11
export IMPL_placedCellCount=119
export IMPL_crit_type="reg -> out"
export IMPL_async_flop_share=0
export IMPL_antenna_found_initial=0
export IMPL_edf_count=0
export IMPL_warnings=27
export IMPL_slowest_delay_ns=0.52
export IMPL_rows=21
export IMPL_wire_per_inst_um=8.76
export IMPL_cts_sinks=11
export IMPL_hold_viol_final=0
export IMPL_period_minus_slack_ns=1.62
export IMPL_area_growth_pct=27.9
export IMPL_hold_class="reg -> reg"
export IMPL_ys_chip_area_um2=597
export IMPL_cts_root_buf="clkbuf_4"
export IMPL_ir_drop_mv=0.244
export IMPL_die_w_um=80
export IMPL_hold_buffers=0
export IMPL_syn_mean_instance_area_um2=9.18
export IMPL_htree_num_levels=1
export IMPL_ys_warn_count=2
export IMPL_cp_required_ns=1.52
export IMPL_startpoint_type="flop"
export IMPL_post_cts_setup_buffers=0
export IMPL_place_worst_setup_slack_ns=0.309
export IMPL_leakage_nw=0.311
export IMPL_critPathMaxFanout=7
export IMPL_cpLargestDelayFamily="buffers and inverters"
export IMPL_chipArea_um2=6400
export IMPL_finClkSkew_ns=0.000892
export IMPL_synth_seq_share=0.369
export IMPL_end_kind="output pin"
export IMPL_fin_hold_ws_ns=0.468
export IMPL_via_per_inst=3.65
export IMPL_maxSlewViolCount=0
export IMPL_place_gp_congestion=0.765
export IMPL_drive_above_1_share=0.117
export IMPL_ant_nets=0
export IMPL_rsz0062_at_grt="no"
export IMPL_track_usage=0.0357
export IMPL_core_um2=3420
export IMPL_crit_chain="clkdlybuf4s50_1"
export IMPL_grt_ovfl_total=0
export IMPL_post_route_period_util=0.853
export IMPL_post_cts_resized=0
export IMPL_dieHeight_um=80
export IMPL_diodes=0
export IMPL_synthCells=65
export IMPL_fmax_mhz=617
export IMPL_finalWirelength_mm=1.08
export IMPL_ys_cells=65
export IMPL_drc=0
export IMPL_cts_buffers=3
export IMPL_finalNonFillerCells=123
export IMPL_clk_pin_slew_ns=0.07
export IMPL_tightestPinTransition_ns=0.384
export IMPL_first_global_vias=389
export IMPL_slew_headroom=0.744
export IMPL_dr_pass1_iters=3
export IMPL_synth_top_flop_cell="dfxtp_1"
export IMPL_slowest_stage="clkdlybuf4s50_1"
export IMPL_finalSetupViolations=0
export IMPL_grt_pass1_wl_mm=1.84
export IMPL_fp_util=0.175
export IMPL_outcome="completed"
export IMPL_arrival_ns=1.24
export IMPL_ioPinCount=10
export IMPL_io_buffers=9
export IMPL_clk_path_buf_depth=2
export IMPL_fin_tns_setup_ns=0
export IMPL_setup_slack_ns=0.278
export IMPL_clock_latency_ns=0.26
export IMPL_cts_tree="done"
[metrics by stage]
stage               instance area (µm²)  utilization  power [mW]
finish                              763        0.223       0.792
global route                        763        0.223       0.862
CTS                                 763        0.223       0.808
detailed placement                  737        0.216       0.649
global placement                    737        0.216       0.644
floorplan                           597            -       0.534
[logic make-up after synthesis]
logic type                 count (synthesis)  share of synthesized area
AOI/OAI and AO/OA                          9                      0.101
muxes                                      2                     0.0377
adders and majority gates                  5                      0.105
xor gates and xnor gates                   5                     0.0734
DFF                                       11                      0.369
buffers and inverters                      6                     0.0503
and+or+nand+nor                           27                      0.264
[metal layers]
metal / GRT usage / vias to the layer above / part of all wire
li1: - / 242 / -
met1: 0.0474 / 194 / 0.49
met2: 0.0425 / 11 / 0.35
met3: 0.0307 / 2 / 0.15
met4: 0.00528 / 0 / 0.010
met5: 0 / - / 0
[cells in the mapped netlist (2+ instances only)]
| cell type | number | area, µm² |
|---|---|---|
| and2_1 | 2 | 12.5 |
| nor2_1 | 12 | 45.0 |
| xor2_1 | 2 | 17.5 |
| a21oi_1 | 4 | 20.0 |
| mux2_2 | 2 | 22.5 |
| inv_1 | 4 | 15.0 |
| dfxtp_1 | 11 | 220 |
| a211oi_1 | 2 | 15.0 |
| nor2b_1 | 4 | 25.0 |
| ha_1 | 5 | 62.6 |
| xnor2_1 | 3 | 26.3 |
[layout by cell type (no fill, tap or decap), types with 2 or more instances in the layout]
| cell | n |
|---|---|
| clkdlybuf4s50_1 | 9 |
| inv_1 | 4 |
| nor2b_1 | 4 |
| nor2_1 | 12 |
| and2_1 | 2 |
| xor2_1 | 2 |
| clkbuf_4 | 3 |
| a21oi_1 | 4 |
| mux2_2 | 2 |
| a211oi_1 | 2 |
| ha_1 | 5 |
| dfxtp_1 | 11 |
| xnor2_1 | 3 |
[state kept, by name, indices dropped and copies added (netlist names)]
| name | flops |
|---|---|
| glitchy_counter | 8 |
| sb.clk_out | 1 |
| sb.counter | 2 |
[path summary, 6_finish.rpt]
path / depth (start not counted) / end / start
min: 1 / sb.counter[0] / sb.counter[0]
max reg2reg: 4 / glitchy_counter[7] / sb.clk_out
max: 1 / glitchy_counter[3] / glitchy_counter[3]
min reg2reg: 1 / sb.counter[0] / sb.counter[0]
[power by group]
part	leakage (nW)	internal [mW]	switching, mW
Combinational	0.206	0.188	0.0887
Sequential	0.0906	0.283	0.0766
Clock	0.0150	0.0812	0.0746
Total	0.311	0.553	0.240
[final cells by class]
type                       instances  area (µm²)
inverter                           4        15.0
timing repair buffer              10        97.6
fill                             378        2650
multi-input combinational         48         347
tap                               46        57.6
sequential                        11         220
clock buffer                       4        26.3
Power is estimated from default activity; no workload was simulated.
