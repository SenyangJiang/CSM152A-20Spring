<file path="flow/run.sh">
#!/bin/bash
# OpenROAD 26Q1-2900-gdf79404cd8, Yosys 0.63+post, stock flow scripts
make -C /OpenROAD-flow-scripts/flow DESIGN_CONFIG=/design/flow/config.mk WORK_HOME=/design/flow/orfs finish
</file>
<file path="flow/design.v">
`timescale 1ns / 1ps
module parking_meter(
input add1,
input add2,
input add3,
input add4,
input rst1,
input rst2,
input clk,
input rst,
output [6:0] seg_vector,
output a1,
output a2,
output a3,
output a4,
output [3:0] val1,
output [3:0] val2,
output [3:0] val3,
output [3:0] val4
    );
reg activate;
reg [13:0] timer;
reg [6:0] counter;
reg [1:0] curr_state;
parameter INIT = 0;
parameter LESS = 1;
parameter MORE = 2;
assign val1 = timer / 1000;
assign val2 = (timer % 1000) / 100;
assign val3 = (timer % 100) / 10;
assign val4 = timer % 10;
seven_seg_display ssd(
.time1(val1),
.time2(val2),
.time3(val3),
.time4(val4),
.activate(activate),
.clk(clk),
.seg_vector(seg_vector),
.a1(a1),
.a2(a2),
.a3(a3),
.a4(a4)
);
always@(posedge clk) begin
	if (rst)
		curr_state <= INIT;
	else if (timer == 0)
		curr_state <= INIT;
	else if (timer < 180)
		curr_state <= LESS;
	else
		curr_state <= MORE;
end
always@(posedge clk) begin
	if(rst) begin
		counter <= 0;
		activate <= 0;
	end
	else begin
		if (curr_state == LESS) begin
			if (timer % 2 == 1)
				activate <= 0;
			else
				activate <= 1;
			if (counter == 99)
				counter <= 0;
			else
				counter <= counter + 1'b1;
		end
		else begin
			if (counter == 49) begin
				counter <= counter + 1'b1;
				activate <= ~activate;
			end
			else if (counter == 99) begin
				counter <= 0;
				activate <= ~activate;
			end
			else
				counter <= counter + 1'b1;
		end
	end
end
always@(posedge clk) begin
	if (add1) begin
		if (timer + 60 > 9999)
			timer <= 9999;
		else
			timer <= timer + 60;
	end
	if (add2) begin
		if (timer + 120 > 9999)
			timer <= 9999;
		else
			timer <= timer + 120;
	end
	if (add3) begin
		if (timer + 180 > 9999)
			timer <= 9999;
		else
			timer <= timer + 180;
	end
	if (add4) begin
		if (timer + 300 > 9999)
			timer <= 9999;
		else
			timer <= timer + 300;
	end
	if (rst)
		timer <= 0;
	if (rst1)
		timer <= 16;
	if (rst2)
		timer <= 150;
	if (counter == 99)
		if (timer > 0)
			timer <= timer - 1'b1;
end
endmodule
module seven_seg_display(
input [3:0] time1,
input [3:0] time2,
input [3:0] time3,
input [3:0] time4,
input activate,
input clk,
output reg [6:0] seg_vector,
output reg a1,
output reg a2,
output reg a3,
output reg a4
);
reg [1:0] state;
initial begin
	state <= 0;
end
function [6:0] seven_seg_encoder;
input [3:0] digit;
case(digit)
0: seven_seg_encoder = 7'b0000001;
1: seven_seg_encoder = 7'b1001111;
2: seven_seg_encoder = 7'b0010010;
3: seven_seg_encoder = 7'b0000110;
4: seven_seg_encoder = 7'b1001100;
5: seven_seg_encoder = 7'b0100100;
6: seven_seg_encoder = 7'b0100000;
7: seven_seg_encoder = 7'b0001111;
8: seven_seg_encoder = 7'b0000000;
9: seven_seg_encoder = 7'b0000100;
endcase
endfunction
always@(posedge clk) begin
if(activate) begin
	case(state)
	0: begin
		a1 <= 0; a2 <= 1; a3 <= 1; a4 <= 1;
		end
	1: begin
		a1 <= 1; a2 <= 0; a3 <= 1; a4 <= 1;
		end
	2: begin
		a1 <= 1; a2 <= 1; a3 <= 0; a4 <= 1;
		end
	3: begin
		a1 <= 1; a2 <= 1; a3 <= 1; a4 <= 0;
		end
	default: begin
		a1 <= 1; a2 <= 1; a3 <= 1; a4 <= 1;
		end
	endcase
	case(state)
	0: seg_vector <= seven_seg_encoder(time1);
	1: seg_vector <= seven_seg_encoder(time2);
	2: seg_vector <= seven_seg_encoder(time3);
	3: seg_vector <= seven_seg_encoder(time4);
	endcase
end
else begin
	a1 <= 1; a2 <= 1; a3 <= 1; a4 <= 1;
	seg_vector <= 7'b1111111;
end
state <= state + 1'b1;
end
endmodule
</file>
<file path="flow/constraint.sdc">
current_design parking_meter

set clk_period 12.5
set clk_io_pct 0.2

create_clock -name clk0 -period $clk_period [get_ports {clk}]

set non_clock_inputs [all_inputs -no_clocks]
set_input_delay [expr $clk_period * $clk_io_pct] -clock clk0 $non_clock_inputs
set_output_delay [expr $clk_period * $clk_io_pct] -clock clk0 [all_outputs]
</file>
<file path="flow/config.mk">
export PLATFORM = sky130hd
export DESIGN_NAME = parking_meter
export DESIGN_NICKNAME = parking_meter
export VERILOG_FILES = /design/flow/design.v
export SDC_FILE = /design/flow/constraint.sdc
export NUM_CORES = 4
export LEC_CHECK = 1
export CORE_UTILIZATION = 40
</file>
==> flow_summary.json <==
{
  "status": "complete, no violations",
  "syn_area_mm2": 0.0118,
  "crit_slowest_cell": "o41a_1",
  "p_sw_mw": 0.581,
  "hp-class": "register to register",
  "seqPwrFrac_pct": 10.5,
  "synth.distinct_cells": 116,
  "cp-start-kind": "register",
  "routed_wl_um": 42800,
  "ys_warn_count": 30,
  "worst_ep_required_time_ns": 10.00,
  "finalHoldViolCount": 0,
  "crit_type": "register to output port",
  "die_width_um": 173,
  "maxSlewHeadroom_pct": 42.6,
  "synthTopCellsByArea": "xnor2_1 (7.8%), dfxtp_1 (6.1%), nand2_1 (5.8%)",
  "grt_pass1_wl_um": 68400,
  "whs_ns": 0.439,
  "io-pin-count": 35,
  "die_h_um": 173,
  "grt_use_total_pct": 27.7,
  "path_clk_slew_ns": 0.06,
  "leakage_nw": 5.44,
  "cp_max_fo": 7,
  "clkSinkCount": 36,
  "grt_overflow": 0,
  "worst_slew_pin_slew_ns": 0.855,
  "fmax_mhz": 81.5,
  "worst_clock_skew_ns": 0.00753,
  "core_mm2": 0.0288,
  "vias": 14700,
  "dr.pass1.iters": 6,
  "synthArstFlopShare_pct": 0,
  "h-tree-depth": 2,
  "ctsHoldBuffers": 0,
  "ir_drop_v": 0.0000791,
  "p_int_mw": 0.631,
  "post_drt_wl_per_cell_um": 18.4,
  "cts_buffer_depth": 2,
  "drc_errors": 0,
  "rsz0062_at_grt": "yes",
  "crit_path_end_kind": "output port",
  "edf_count": 0,
  "power.density_mw_per_mm2": 82.4,
  "insertion_delay_ns": 0.29,
  "p_comb_share_pct": 78.6,
  "slew_viol_final": 0,
  "setup_tns_ns": 0,
  "layout_min_cycle_time_ns": 12.26,
  "fp_util_pct": 40.9,
  "critPathArrivalTime_ns": 9.76,
  "routabilityCongestion": 1.00,
  "port_buffers": 34,
  "cp_common_cell": "buf_4",
  "drtIter0Drc": 1559,
  "p_clk_share_pct": 10.9,
  "yosys_area_mm2": 0.0118,
  "dieArea_mm2": 0.0301,
  "critical-path-max-stage-delay_ns": 0.45,
  "dp_hpwl_um": 32400,
  "synth_area_leader_cell": "xnor2_1",
  "antenna_found_initial": 1,
  "cts_made_buffers": 5,
  "drt-vias-per-instance": 6.35,
  "warnings": 42,
  "ant_nets": 0,
  "synthCells": 1781,
  "drive_above_1_share_pct": 21.8,
  "grt_max_degree": 46,
  "yosysSeqAreaShare_pct": 6.13,
  "post-route-period-util_pct": 98.1,
  "setup_viol": 0,
  "root_buffer": "clkbuf_16",
  "synth.avg_cell_area_um2": 6.60,
  "cap_violations": 0,
  "ys_ff": 36,
  "switching_share_pct": 47.9,
  "yosys_cells": 1781,
  "syn_to_final_growth_pct": 25.1,
  "synth.top_cell.area_share_pct": 7.82,
  "grt_pass1_vias": 12900,
  "cts_tree": "built",
  "ff_type": "dfxtp_1",
  "fp-row-count": 62
}
state kept, by name, indices dropped and copies added, names as in the netlist:
signal and cells:
activate 1, counter 7, curr_state 1, ssd.a1 1, ssd.a2 1, ssd.a3 1
ssd.a4 1, ssd.seg_vector 7, ssd.state 2, timer 14
cells in the final DEF, fill, tap and decap left out, drive strengths merged, types with 11 or more instances in the layout:
cell type	Yosys	layout
or2	23	23
o211ai	34	34
a2111oi	14	14
clkdlybuf4s50	0	32
o21a	12	12
nand2	183	183
and3	20	20
maj3	12	12
mux2i	26	26
o2111ai	11	11
a31oi	38	38
a311oi	14	14
o31ai	19	19
dfxtp	36	36
a211o	16	16
a21o	22	22
a21oi	112	112
nor3	76	76
nor4	20	20
xor2	22	22
inv	40	41
nor2	185	185
a31o	11	11
and2	27	27
mux2	12	12
nor2b	16	16
o221ai	12	12
nand4	26	26
nand3	78	78
buf	41	228
nand2b	15	15
o21ai	133	133
o22ai	22	22
or3	28	28
a221oi	14	14
xnor2	106	106
ha	24	24
a211oi	35	35
cells in the mapped netlist (11+ instances only):
cell type,count
o211ai_1,30
buf_1,17
buf_2,14
nor2_1,183
mux2_2,12
o22ai_1,22
or3_1,26
o221ai_1,11
or2_2,19
dfxtp_1,36
a21o_1,22
and2_1,25
o21a_1,12
inv_1,35
a221oi_1,12
nor4_1,17
a311oi_1,13
o21ai_1,14
nand2b_1,15
a211o_1,16
nand2_1,183
mux2i_1,25
nor3_1,75
nand4_1,26
a211oi_1,31
nor2b_1,16
xnor2_1,105
and3_1,20
a21oi_1,108
o21ai_0,117
clkbuf_1,73
a2111oi_0,11
xor2_1,22
ha_1,24
a31oi_1,37
nand3_1,78
o31ai_1,17
power groups by stage:
stage / clock network [mW] / registers [mW] / logic, mW
4_1_cts: 0.133 / 0.127 / 0.875
5_1_grt: 0.139 / 0.128 / 1.04
6_report: 0.132 / 0.127 / 0.953
final timing paths:
kind                 start                end  slack [ns]  depth (start not counted)
max               timer[4]            val3[0]        0.24                         46
min          curr_state[2]           activate        0.44                          1
max reg2reg       timer[4]  ssd.seg_vector[1]        2.42                         47
min reg2reg  curr_state[2]           activate        0.44                          1
kinds of logic (layout without fill, tap and decap cells):
group | after synthesis | after routing | synth area share (%)
multiplexers | 39 | 39 | 3.66
other | 0 | 1 | 0
XOR/XNOR | 128 | 128 | 9.60
adder cells (fa/ha/maj) | 36 | 36 | 3.60
buffers and inverters | 156 | 312 | 5.63
AND/OR/NAND/NOR | 739 | 739 | 31.2
AND-OR/OR-AND | 647 | 647 | 40.2
flip-flops | 36 | 36 | 6.13
final cells by class:
type,count,area (µm²)
inverters,42,170
well taps,384,480
clock inverters,1,7.51
fillers,2723,14100
repair buffers,262,2130
diodes,1,2.50
multi-input cells,1589,11100
clock buffers,7,143
flip-flops and latches,36,724
worst max-delay path, delay by kind of cell (launching register included):
family          cells  cell delay [ns]
compound gates     18             4.44
xor+xnor            2             0.37
fa+ha+maj           3             0.74
buf+inv            11             1.46
flops               1             0.35
mux                 2             0.58
simple gates       10             1.53
metal layers:
layer  wire [µm]  global-route usage (%)
met3        3140                    4.07
met5           0                       0
met2       18300                    42.1
met1       20500                    41.8
met4         914                    5.46
per-stage QoR:
stage	instance area (µm²)	total power, mW	std cells	util (%)	setup slack, ns
5_1_grt	14700	1.31	2321	51.1	-0.316
6_report	14700	1.21	2322	51.1	0.236
2_1_floorplan	11800	0.695	1781	-	0.00124
3_5_place_dp	13500	0.985	2266	46.8	-0.0669
3_3_place_gp	13500	0.983	2266	46.8	0.00371
4_1_cts	13900	1.14	2285	48.1	0.00539
timing repair:
item	4_1_cts	5_1_grt
endpoints found under the setup margin	6	7
gates resized	30	122
buffers inserted	11	35
pin swaps	20	63
hold endpoints to repair	0	0
gates cloned	0	1
No activity file was given, so power comes from the tool's default toggle rates.
